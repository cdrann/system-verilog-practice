<file path="./config.mk">
export PLATFORM = sky130hd
export DESIGN_NAME = cnt12
export DESIGN_NICKNAME = cnt12
export VERILOG_FILES = /design/flow/design.v
export SDC_FILE = /design/flow/constraint.sdc
export NUM_CORES = 4
export LEC_CHECK = 1
export CORE_AREA = 10 10 70 70
export DIE_AREA = 0 0 80 80
export SYNTH_HDL_FRONTEND = slang
</file>
<file path="./constraint.sdc">
current_design cnt12

set clk_period 1.1
set clk_io_pct 0.2

create_clock -name clk0 -period $clk_period [get_ports {clk}]

set non_clock_inputs [all_inputs -no_clocks]
set_input_delay [expr $clk_period * $clk_io_pct] -clock clk0 $non_clock_inputs
set_output_delay [expr $clk_period * $clk_io_pct] -clock clk0 [all_outputs]
</file>
<file path="./design.v">
`timescale 1ns / 1ps
module cnt12( 
input clk, 
output logic [3:0] q = 4'b0000 
); 
always @(posedge clk) begin 
if (q == 12) 
    q <= 4'b0000; 
else 
    q <= q + 1; 
end 
endmodule
</file>
<file path="./run.sh">
#!/bin/bash
# OpenROAD 26Q1-2900-gdf79404cd8, Yosys 0.63+post, stock flow scripts
make -C /OpenROAD-flow-scripts/flow DESIGN_CONFIG=/design/flow/config.mk WORK_HOME=/design/flow/orfs finish
</file>
==> impl_metrics.json <==
{
  "avgSynthCellArea_um2": 9.94,
  "overflow": 0,
  "cts-root-buf": "clkbuf_4",
  "slowest_delay_ns": 0.32,
  "utilization_pct": 10.9,
  "drc": 0,
  "portBuffers": 4,
  "gp_congestion": 0.696,
  "critPathSlowestCell": "dfxtp_2",
  "detail-route-antenna-nets": 0,
  "synth.distinct_cells": 10,
  "cts_buffer_depth": 2,
  "num_antenna_cells": 0,
  "synth_area_um2": 179,
  "numClockSinks": 4,
  "largest-register": "q",
  "warnings": 26,
  "vdd_drop_max_mv": 0.175,
  "yosys.area.top_type_share_pct": 44.8,
  "firstDrtPassIters": 2,
  "die_area_um2": 6400,
  "dieHeight_um": 80,
  "final_layout_size_suffix_gt1_share_pct": 54.8,
  "num_vias": 177,
  "synthArstFlopShare_pct": 0,
  "worst_ep_arrival_time_ns": 1.19,
  "clkTransAtPathRegs_ns": 0.04,
  "cp-start-kind": "flop",
  "placementRows": 21,
  "cp.required_ns": 1.22,
  "areaGrowthSynthToFinish_pct": 108,
  "layout_min_cycle_time_ns": 1.07,
  "fmax_mhz": 935,
  "cts_tree": "built",
  "pre_cts_ws_ns": -0.0172,
  "synth_stat.cells": 18,
  "tightest_slew_ns": 0.156,
  "p_total_w": 0.000336,
  "critPathKind": "flop to flop",
  "insertion_delay_ns": 0.24,
  "leakagePower_nw": 0.158,
  "yosys_warnings": 0,
  "top_area_cell": "dfxtp_1",
  "hold_viol_final": 0,
  "io-pin-count": 5,
  "relSlewSlack_pct": 89.5,
  "htreeDepth": 1,
  "antenna_found_initial": 0,
  "routed_wl_um": 572,
  "outcome": "complete, no violations",
  "wl_per_cell_um": 7.43,
  "largest_reg_flops": 4,
  "grt_max_degree": 6,
  "first_iter_violations": 1,
  "path_cells": "buf_6 > inv_2 > ha_4 > a21oi_1 > mux2_2",
  "synth-edff-count": 0,
  "hold_path_class": "flop to flop",
  "drv_cap": 0,
  "topCellsByArea": "dfxtp_1, ha_1, inv_1",
  "fp_util_pct": 5.24,
  "vias_per_cell": 2.30,
  "setup_slack_ns": 0.0303,
  "core_area_um2": 3420,
  "yosys_area_um2": 179,
  "grt_pass1_vias": 206,
  "skew_ns": 0.00558,
  "flop_cell": "dfxtp_1",
  "yosys-top-cells-count": "dfxtp_1, inv_1, a31oi_1, ha_1",
  "grt_use_total_pct": 1.90,
  "p_per_area_nw_per_um2": 900,
  "postSynthSeqShare_pct": 44.8,
  "cts_made_buffers": 3,
  "cp_max_fo": 4,
  "synth_flops": 4,
  "synthCells": 18,
  "finalCritPeriodShare_pct": 97.2,
  "setup_viol": 0,
  "largestRegisters": "q (4)",
  "grt_pass1_wl_um": 924,
  "die_x_um": 80,
  "slew_violations": 0,
  "hpwl_um": 312,
  "cp-end-kind": "flop",
  "cts_hold_buf": 0
}
[metrics by stage]
stage | area (µm²) | std cells | setup TNS (ns) | hold WS [ns]
CTS | 355 | 76 | 0 | 0.522
global route | 373 | 77 | -0.00331 | 0.547
floorplan | 179 | 18 | 0 | 0.453
detailed placement | 284 | 69 | -0.0233 | 0.508
finish | 373 | 77 | 0 | 0.527
global placement | 284 | 69 | 0 | 0.516
[timing repair]
item / CTS / global route
setup endpoints to repair: 5 / 2
buffers inserted: 4 / 1
pin swaps: 2 / 2
resized: 14 / 3
[report_power, final]
part	internal, W	total [W]	switching (W)
Clock	0.000123	0.000192	0.0000698
Sequential	0.000143	0.000143	0
Combinational	0	0.000000000109	0
Total	0.000266	0.000336	0.0000698
[cells by family after synthesis]
logic type | after synthesis | synth area share (%)
AOI/OAI and AO/OA | 4 | 15.4
buffers and inverters | 4 | 8.39
DFF | 4 | 44.8
and+or+nand+nor | 3 | 11.2
adders and majority gates | 2 | 14.0
muxes | 1 | 6.29
[critical path, delay by kind of cell (launching register included)]
family | cells | cell delay [ns]
DFF | 1 | 0.32
adders and majority gates | 1 | 0.14
buffers and inverters | 2 | 0.17
muxes | 1 | 0.25
AOI/OAI and AO/OA | 1 | 0.06
[layout make-up]
class,instances,area [µm²]
Inverter,4,17.5
Fill cell,397,3040
Tap cell,46,57.6
Timing Repair Buffer,10,91.3
Multi-Input combinational cell,10,96.3
Clock buffer,3,22.5
Sequential cell,4,87.6
[layout by cell type, fill, tap and decap left out, types with 2 or more instances in the layout]
master         netlist  routed
a31oi_1              2       2
buf_4                0       3
buf_6                0       3
clkbuf_4             0       3
dfxtp_2              0       3
dlygate4sd2_1        0       4
inv_1                4       2
[worst paths after layout]
check                           from    to  slack, ns  cells past startpoint
worst min register to register  q[0]  q[0]       0.53                      2
worst max-delay path            q[1]  q[2]       0.03                      5
worst min-delay path            q[0]  q[0]       0.53                      2
worst max register to register  q[1]  q[2]       0.03                      5
[per-layer routing]
metal | part of all wire [%] | GRT usage [%] | up-vias | routed length [µm]
met1 | 42 | 1.79 | 79 | 240
met5 | 0 | 0 | - | 0
met2 | 38 | 2.57 | 8 | 215
met4 | 1.7 | 0.528 | 0 | 10
met3 | 19 | 2.27 | 2 | 106
li1 | - | - | 88 | -
