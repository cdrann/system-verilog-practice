<file path="/design/flow/design.v">
`timescale 1ns / 1ps
module pcoder(
    input logic [7:0] in,
    output logic [2:0] code
    );
always_comb
    casex(in)
        8'b1xxxxxxx : code <= 3'b111;
        8'b01xxxxxx : code <= 3'b110;
        8'b001xxxxx : code <= 3'b101;
        8'b0001xxxx : code <= 3'b100;
        8'b00001xxx : code <= 3'b011;
        8'b000001xx : code <= 3'b010;
        8'b0000001x : code <= 3'b001;
        8'b00000001 : code <= 3'b000;
        default     : code <= 3'b000;            
    endcase 
endmodule
</file>
<file path="/design/flow/run.sh">
#!/bin/bash
# OpenROAD 26Q1-2900-gdf79404cd8, Yosys 0.63+post, stock flow scripts
make -C /OpenROAD-flow-scripts/flow DESIGN_CONFIG=/design/flow/config.mk WORK_HOME=/design/flow/orfs finish
</file>
<file path="/design/flow/config.mk">
export PLATFORM = sky130hd
export DESIGN_NAME = pcoder
export DESIGN_NICKNAME = pcoder
export VERILOG_FILES = /design/flow/design.v
export SDC_FILE = /design/flow/constraint.sdc
export NUM_CORES = 4
export LEC_CHECK = 1
export CORE_AREA = 10 10 70 70
export DIE_AREA = 0 0 80 80
export SYNTH_HDL_FRONTEND = slang
</file>
<file path="/design/flow/constraint.sdc">
current_design pcoder

set clk_period 1.0
set clk_io_pct 0.2

create_clock -name clk0 -period $clk_period

set non_clock_inputs [all_inputs -no_clocks]
set_input_delay [expr $clk_period * $clk_io_pct] -clock clk0 $non_clock_inputs
set_output_delay [expr $clk_period * $clk_io_pct] -clock clk0 [all_outputs]
</file>
==> out/qor.yml <==
status: "complete, no violations"
vias: 111
slowest_stage: "clkdlybuf4s15_1"
worstPathCellList: "buf_4 -> nor2_4 -> o21ai_1 -> nand2_1 -> clkdlybuf4s15_1"
drive_gt1_frac: 0.619
critPathMaxStageDelay_ns: 0.16
synth_cell_types: 7
routedWlPerCell_um: 5.43
die-height_um: 80
worst_setup_path_end_kind: "primary output"
total_power_mw: 0.0528
path_class: "input port to primary output"
drc: 0
grt_remaining_overflow: 0
sw_frac_of_total: 0.431
place_congestion: 0.829
fin_crit_sh: 0.948
maxSlewViolCount: 0
drtAntennaViolNets: 0
rows: 21
worstPathRequired_ns: 0.80
placedCellCount: 66
drtPass1Iterations: 1
setup_viol: 0
warning_count: 33
yosysCellCount: 10
fmax_mhz: 1050
viasPerCell: 1.66
place_area_um2: 203
fin_crit_ns: 0.948
utilization: 0.0593
slew_headroom: 0.865
hpwl_um: 273
maxCapViolations: 0
pwr_density_cell_nw_per_um2: 260
fp.coreArea_um2: 3420
min_path_type: "input port to primary output"
drt_wl_total_um: 364
yosys_warnings: 0
hold_viol: 0
synthToLayoutAreaGrowth_pct: 350
portBuffers: 10
lay_top_cells: "buf_2 (4), nor2_4 (2), nand2_1 (2), clkbuf_2 (2), clkdlybuf4s15_1 (2)"
worstMarginPinSlew_ns: 0.201
num_io_pins: 11
layout_top_cell: "buf_2"
initCoreUtil: 0.0132
p_int_mw: 0.0300
grt_pass1_wl_um: 517
power_switching_mw: 0.0227
yosys.stat.seqShare: 0
drtIter0Drc: 0
antenna_found_initial: 0
diodes: 0
cp_max_fo: 2
seq_area_um2: 0
synth.avg_cell_area_um2: 4.50
combPwrFrac: 1.000
grt_pass1_vias: 110
chip_area_um2: 6400
flops: 0
pwr-share-seq: 0
rsz0062_at_grt: "no"
ir_drop_mv: 0.0229
syn_area_um2: 45.0
clkPwrFrac: 0
grt_start_max_net_pins: 4
nClkBuffers: 0
fp.dieW_um: 80
leakagePower_nw: 0.0710
arrival_ns: 0.75
grt_usage: 0.00924
final_area_um2: 203
layout.cells.non_filler: 67
yosys_area_um2: 45.0
worstSetupStartpointType: "input port"
syn_inst: 10
[repair_timing]
action | in CTS | in global routing
hold buffers | 0 | 0
buffers inserted | 2 | 0
pin swaps | 6 | 3
endpoints found under the setup margin | 3 | 3
gates resized | 32 | 9
[worst max-delay path: cells and delay by family]
kind                   cells  cell delay, ns
AND-OR/OR-AND              1            0.09
AND/OR/NAND/NOR            2            0.17
buffers and inverters      2            0.28
[cell families (layout without fill, tap and decap cells)]
| kind of cell | Yosys count | count (layout) | synth area share |
|---|---|---|---|
| simple gates | 4 | 4 | 0.333 |
| compound gates | 4 | 4 | 0.500 |
| buf+inv | 2 | 13 | 0.167 |
[per-stage QoR]
| step | worst slack, ns | TNS (ns) | hold WS, ns |
|---|---|---|---|
| 2_1_floorplan | 0.372 | 0 | 0.434 |
| 3_3_place_gp | -0.618 | -1.68 | 1.36 |
| 3_5_place_dp | -0.637 | -1.72 | 1.36 |
| 4_1_cts | 0.00408 | 0 | 0.665 |
| 5_1_grt | 0.00421 | 0 | 0.704 |
| 6_report | 0.0517 | 0 | 0.677 |
[layout make-up]
type	instances	area (um2)
repair buffers	11	80.1
fillers	408	3210
well taps	46	57.6
inverters	2	8.76
multi-input cells	8	56.3
[layer usage]
metal / wire length (um) / track usage / part of all wire
met1: 181 / 0.0132 / 0.50
met2: 108 / 0.0120 / 0.30
met3: 74 / 0.00568 / 0.20
met4: 0 / 0 / 0
met5: 0 / 0 / 0
[synth_stat cells]
| cell | instances | area [um2] |
|---|---|---|
| nor2_1 | 2 | 7.51 |
| clkinv_1 | 1 | 3.75 |
| o31ai_1 | 1 | 7.51 |
| nand2_1 | 2 | 7.51 |
| o21ai_0 | 1 | 5.00 |
| inv_1 | 1 | 3.75 |
| a21oi_1 | 2 | 10.0 |
[power by group through the flow]
stage | sequential (mW) | combinational (mW) | clock, mW
after CTS | 0 | 0.0457 | 0
after global routing | 0 | 0.0577 | 0
final | 0 | 0.0528 | 0
[final timing paths]
check                 slack [ns]  depth (start not counted)       to  start
worst max-delay path        0.05                          5  code[1]  in[4]
worst min-delay path        0.68                          3  code[0]  in[4]
Power figures rest on the tool's default switching activity, not on a simulated workload.
