==> flow/design.v <==
`timescale 1ns / 1ps
module adder4(
    input [3:0] a,
    input [3:0] b,
    input cin,
    output [3:0] s, 
    output cout, 
    output pg, gg
    );
    logic [4:0] c; 
    assign c[0] = cin; 
    genvar i; 
    generate 
    for (i = 0; i < 4; i = i + 1) 
    begin: add 
        assign s[i] = a[i] ^ b[i] ^ c[i]; 
        assign c[i+1] = (a[i] & b[i]) | ((a[i] ^ b[i]) & c[i]); 
    end 
    endgenerate 
    assign cout = c[4]; 
endmodule
module adder16(
    input [15:0] a,
    input [15:0] b,
    input cin,
    output [15:0] s,
    output cout, 
    output pg, gg
    );
    logic [3:0] c;
    logic [3:0] p, g;
    assign c[0] = cin;
   genvar i;
   generate
   for(i = 0; i < 4; i = i+ 1)
   begin: add
   adder4 name0(.a(a[4*i+3:4*i]), .b(b[4*i+3:4*i]), .cin(c[i]), .s(s[4*i+3:4*i]), .cout(), .pg(p[i]), .gg(g[i]));  
   end
   endgenerate
endmodule 
module adder64(
    input [63:0] a,
    input [63:0] b,
    input cin,
    output [63:0] s,
    output cout, 
    output pg, gg
    );
    logic [15:0] c;
    logic [15:0] p, g;
    assign c[0] = cin;
   genvar i;
   generate
   for(i = 0; i < 16; i = i+ 1)
   begin: add
   adder16 name(.a(a[16*i+15:16*i]), .b(b[16*i+15:16*i]), .cin(c[i]), .s(s[16*i+15:16*i]), .cout(), .pg(p[i]), .gg(g[i]));  
   end
   endgenerate
endmodule 
==> flow/run.sh <==
#!/bin/bash
# OpenROAD 26Q1-2900-gdf79404cd8, Yosys 0.63+post, stock flow scripts
make -C /OpenROAD-flow-scripts/flow DESIGN_CONFIG=/design/flow/config.mk WORK_HOME=/design/flow/orfs finish
==> flow/config.mk <==
export PLATFORM = sky130hd
export DESIGN_NAME = adder64
export DESIGN_NICKNAME = adder64
export VERILOG_FILES = /design/flow/design.v
export SDC_FILE = /design/flow/constraint.sdc
export NUM_CORES = 4
export LEC_CHECK = 1
export CORE_AREA = 10 10 122 122
export DIE_AREA = 0 0 132 132
export SYNTH_HDL_FRONTEND = slang
==> flow/constraint.sdc <==
current_design adder64

set clk_period 3.2
set clk_io_pct 0.2

create_clock -name clk0 -period $clk_period

set non_clock_inputs [all_inputs -no_clocks]
set_input_delay [expr $clk_period * $clk_io_pct] -clock clk0 $non_clock_inputs
set_output_delay [expr $clk_period * $clk_io_pct] -clock clk0 [all_outputs]
==> run summary <==
Here are the numbers from the latest Yosys + OpenROAD run.

The wire length of the first global-routing pass is between 9000 and 10000 microns. The final-layout fill cell count came out at about 1300. STA lists the startpoint of the worst hold path as b[3]. The number of buffer and inverter instances along the worst setup path is 2. The post-route fraction of the period consumed by the critical path came out at a little over nine tenths. In this run, the number of DRC markers left after iteration 0 of detailed routing was 7. The chip width came out at about 130 microns. The cell count in the Yosys report is 88. After synthesis, flip-flops and latches occupy 0% of the total area. In this run, distinct cell masters in the synthesized netlist total 6. At the worst endpoint, the arrival time is approximately 2.5 ns.

The overall global routing resource usage came out at under 10%. The number of warnings in the stage logs is 32. The main area contributors are fa_1, xor3_1, buf_4. The fraction of layout instances using a drive strength above 1 came out at around 18%. The largest delay contributor family on the critical path is adder cells. Synthesis produced a netlist whose cell count is between 80 and 90. The leakage power total came out at roughly 1.5 nW. The count of maximum capacitance violations came out at 0. The flop count came out at 0. The detailed-route DRC error count came out at 0. The final critical delay including setup and external delays came out at about 3.1 ns. The global placer's final weighted congestion is 0.775.

From synthesis to final layout, the design area changed by 161%. The endpoint of the worst hold path is s[3]. Summed over its instances, the top area cell type makes up between 50% and 60% of the synthesized netlist area. The cell count of the worst hold path is 3. The via total after detailed routing came out at 1287. The delay of the slowest cell on the worst path came out at about 0.41 ns. The highest signal layer in the routed design is met4.

In the final routed layout, each cell accounts on average for between 10 and 15 microns. The region available for standard cell placement spans around 0.012 sq mm. The flow reported a cell area power density of 151 mW/mm^2. Listed in order, past its start point the critical path passes clkdlybuf4s50_1, and2_4, fa_2, fa_2, xor3_1, dlygate4sd2_1. The setup path with the least slack is of type input port to output port. After detailed routing, the total wire length is about 5800 microns. The startpoint type of the worst setup path is an input port. The library cells used most frequently in the layout, excluding fill and tap cells, are clkdlybuf4s50_1, fa_2, dlymetal6s2s_1. The worst hold slack came out at 1.97 ns. The largest driver fanout on the critical path is 1. The routed length on met2 is 3360 microns. The cell taking the most area after synthesis is fa_1.

Counting pins that exceed their max-slew limit in the final report gives 0. In this design, the critical path's most frequently occurring cell is fa_2. The initial antenna violation count came out at 1. The largest individual stage delay along the critical path comes from the cell clkdlybuf4s50_1. Hold-check failures listed in the final report amount to 0.

Wire segments on met3 add up to ~650 microns in the final route. Port buffering added approximately 180 buffers. The first detailed-routing pass ran for 2 iterations. The number of global-route vias before repair came to ~1600. The area recorded from the Yosys report for this design is approximately 0.0013 sq mm. In the final layout, flip-flops and latches occupy 0 sq um.

The maximum ir drop on the vdd rail came out at ~0.000055 V. The post-synthesis instance area came out at around 0.0013 sq mm. The required time at the worst endpoint is listed as approximately 2.6 ns. The hold buffer count at CTS is 0. The maximum achievable frequency came out at between 300 and 400 MHz. The total setup buffers inserted after CTS came out at 0. The final cell area excluding filler cells came out at 0.00337 sq mm. STA classifies the critical path endpoint as an output port.

The synthesized area per cell came out at 14.7 sq um. Entering global routing, the biggest net connects 2 pins. In the finished layout, the clock tree contains a buffer count of 0. The effective utilization at floorplan is 10.6%. The boundary pin count came out at 196. The most critical min-delay path falls under input port to output port. The synthesis warning total came out at 18. The aggregate global routing overflow is 0. For this run, the detailed router reports a per-instance via density of between 2 and 3.

The number of endpoints failing setup at the final stage came out at 0. The post-route setup TNS came out at 0 ns. The die is 132 microns tall. The run finished with clean final reports. The chip area came out at between 0.015 and 0.02 sq mm. The number of cell rows is ~40.

The met1 layer wirelength in the final routing is roughly 1800 microns. The combinational gate area is 0.00132 sq mm. The number of nets still failing antenna checks after routing came out at 0. The area of placed instances came out at between 0.003 and 0.004 sq mm. The most instantiated logic cell after routing is clkdlybuf4s50_1. Setup repair after global routing left no endpoint under its margin.
synth_stat cells, drive strengths merged:
| library cell | number |
|---|---|
| conb | 1 |
| and2 | 15 |
| fa | 33 |
| xor3 | 16 |
| buf | 18 |
| inv | 5 |
per-layer routing:
layer | GRT usage [%] | vias to the layer above
met5 | 0 | -
met4 | 0 | 0
met3 | 2.83 | 2
li1 | - | 594
met2 | 12.8 | 83
met1 | 6.39 | 608
stage by stage:
stage / instances / util [%] / power, mW / setup WS (ns)
5_1_grt: 433 / 27.7 / 0.567 / 0.00842
4_1_cts: 433 / 27.0 / 0.540 / 0.000542
2_1_floorplan: 105 / - / 0.110 / 0.605
3_5_place_dp: 433 / 26.4 / 0.542 / -0.456
3_3_place_gp: 433 / 26.4 / 0.541 / -0.463
6_report: 434 / 27.7 / 0.507 / 0.0608
worst max path at each step:
stage | depth (start not counted) | slack (ns) | startpoint | end
CTS | 5 | 0.0005 | a[24] | s[26]
global route | 6 | 0.008 | a[60] | s[63]
finish | 6 | 0.06 | a[60] | s[63]
power by group:
| group | switching, mW | internal, mW | leakage (nW) |
|---|---|---|---|
| Sequential | 0 | 0 | 0 |
| Clock | 0 | 0.0000000418 | 0.00000634 |
| Combinational | 0.118 | 0.389 | 1.53 |
timing repair:
item | CTS | global route
gates resized | 51 | 34
setup endpoints to repair | 22 | 26
pin swaps | 19 | 17
tightest hold or removal path, cell delays in order:
cell	delay, ns
clkdlybuf4s50_1	0.41
xor3_1	0.18
clkbuf_2	0.10
cell families after synthesis:
logic type	synth area share, %
and+or+nand+nor	7.26
other	0.290
xor gates and xnor gates	29.4
adders and majority gates	51.1
buffers and inverters	11.9
layout make-up:
class | instances | area share (%)
Inverter | 5 | 0.557
Timing Repair Buffer | 178 | 54.1
Antenna cell | 1 | 0.0743
Tap cell | 168 | 6.24
Multi-Input combinational cell | 82 | 39.1
Power figures rest on the tool's default switching activity, not on a simulated workload.
